<file path="./config.mk">
export PLATFORM = sky130hd
export DESIGN_NAME = xlr8_lfsr
export DESIGN_NICKNAME = xlr8_lfsr
export VERILOG_FILES = /design/flow/design.v
export SDC_FILE = /design/flow/constraint.sdc
export NUM_CORES = 4
export LEC_CHECK = 1
export CORE_UTILIZATION = 30
</file>
<file path="./design.v">
module alorium_lfsr
  (
   input clk,
   input reset_n,
   input new_seed,
   input enable,
   input wire [7:0] seed,
   input long_hb,
   output reg heartbeat,
   output reg [7:0] lfsr_data
  );
   reg [29:0] hb_cnt;
   wire	feedback;
   assign feedback = ~(lfsr_data[7] ^ lfsr_data[5] ^ 
                       lfsr_data[4] ^ lfsr_data[3]);
   always @(posedge clk) begin
      if (!reset_n) begin
         heartbeat <= 0;
         hb_cnt <= 0;
	 lfsr_data <= 8'h01;
      end
      else if (new_seed) begin
         lfsr_data <= &seed ? 8'h01 : seed;
         hb_cnt <= hb_cnt + 1;
      end
      else if (enable) begin
	 lfsr_data <= {lfsr_data[6:0],feedback};
         hb_cnt <= hb_cnt + 1;
      end  
      if ((long_hb) && (hb_cnt > 9999999)) begin
        hb_cnt <= 0;
        heartbeat <= ~heartbeat;
      end
      else if ((!long_hb) && (hb_cnt > 9)) begin
        hb_cnt <= 0;
        heartbeat <= ~heartbeat;
      end
   end  
endmodule
module xlr8_lfsr (
   dbus_out, io_out_en, heartbeat,
   rstn, clk, clken, dbus_in, ramadr, ramre, ramwe, dm_sel, hb_enable,  
   );
   parameter LFSR_CTRL_ADDR = 0;
   parameter LFSR_SEED_ADDR = 0;
   parameter LFSR_DATA_ADDR = 0;
   parameter WIDTH = 8;
   input                     rstn;
   input                     clk;
   input                     clken;
   input [7:0]               dbus_in;
   output [7:0]              dbus_out;
   output                    io_out_en;
   input                     hb_enable;
   output                    heartbeat;
   input [7:0]               ramadr;
   input                     ramre;
   input                     ramwe;
   input                     dm_sel;
   logic new_seed;
   logic ctrl_sel;
   logic ctrl_we;
   logic ctrl_re;
   logic [WIDTH-1:0] lfsr_ctrl;
   logic seed_sel;
   logic seed_we;
   logic seed_re;
   logic [WIDTH-1:0] lfsr_seed;
   logic data_sel;
   logic data_we;
   logic data_re;
   logic [WIDTH-1:0] lfsr_data;
   assign ctrl_sel = (dm_sel && ramadr == LFSR_CTRL_ADDR);
   assign ctrl_we  = ctrl_sel && (ramwe);
   assign ctrl_re  = ctrl_sel && (ramre);
   assign seed_sel = (dm_sel && ramadr == LFSR_SEED_ADDR);
   assign seed_we  = seed_sel && (ramwe);
   assign seed_re  = seed_sel && (ramre);
   assign data_sel = (dm_sel && ramadr == LFSR_DATA_ADDR);
   assign data_we  = data_sel && (ramwe);
   assign data_re  = data_sel && (ramre);
   assign dbus_out =  ({8{ctrl_sel}} & lfsr_ctrl) |
                      ({8{seed_sel}} & lfsr_seed) |
                      ({8{data_sel}} & lfsr_data);
   assign io_out_en = ctrl_re ||
                      seed_re ||
                      data_re;
   always @(posedge clk or negedge rstn) begin
      if (!rstn)  begin
         lfsr_ctrl <= {WIDTH{1'b0}};
      end else if (clken && ctrl_we) begin
         lfsr_ctrl <= dbus_in[WIDTH-1:0];
      end
   end  
   always @(posedge clk or negedge rstn) begin
      if (!rstn)  begin
         lfsr_seed <= {WIDTH{1'b0}};
      end else if (clken && seed_we) begin
         lfsr_seed <= dbus_in[WIDTH-1:0];
         new_seed <= seed_we;
      end else begin
         new_seed <= seed_we;
      end
   end  
   alorium_lfsr lfsr_inst (
                        .clk       (clk),
                        .reset_n   (rstn),
                        .new_seed  (new_seed),
                        .enable    (lfsr_ctrl[0] | data_re),
                        .seed      (lfsr_seed),
                        .long_hb   (lfsr_ctrl[1]),
                        .heartbeat (heartbeat),
                        .lfsr_data (lfsr_data));
endmodule  
</file>
<file path="./run.sh">
#!/bin/bash
# OpenROAD 26Q1-2900-gdf79404cd8, Yosys 0.63+post, stock flow scripts
make -C /OpenROAD-flow-scripts/flow DESIGN_CONFIG=/design/flow/config.mk WORK_HOME=/design/flow/orfs finish
</file>
<file path="./constraint.sdc">
current_design xlr8_lfsr

set clk_period 5.2
set clk_io_pct 0.2

create_clock -name clk0 -period $clk_period [get_ports {clk}]

set non_clock_inputs [all_inputs -no_clocks]
set_input_delay [expr $clk_period * $clk_io_pct] -clock clk0 $non_clock_inputs
set_output_delay [expr $clk_period * $clk_io_pct] -clock clk0 [all_outputs]
</file>
==> run notes <==
run results: run status=finished clean, Worst path slowest cell=clkdlybuf4s50_1, CP top delay family=simple AND/OR/NAND/NOR gates, hold crit path type=reg2reg, Distinct cells, synth=43, cell depth of the worst hold path=2, die width=92.3 um, Reg area=1020 um2, R2R depth=7, crit path launch=ramadr[2], total number of vias=1884, Post-DP HPWL=3500 um, Area Overhead vs Synth=20.9%, Crit Path Class=in2out, EDFF count, synth=2, Overflow after GRT=0, Reg power frac=54.9%, 1st-iter DRT viols=71, critical path endpoint category=primary output, VDD IR max=0.112 mV, vias per cell=4.70, Gate Count Post-Synth=262, max_cap viols=0, post-synthesis sequential area ratio=41.7%, core area=7810 um2, post-synth top area share=31.1%, top cells by area=dfxtp_1 (31%), nor2_4 (8.7%), dfrtp_1 (8.2%), combinational share of power=7.2%, min-delay src=lfsr_inst.lfsr_data[6], largest fanout on the critical path=10, WP buf/inv=2, FFs w/ async S/R, synth=16.7%, CTS resizes=0, Clock transition at path regs=0.09 ns, Startpoint Class=input pin, GP Congestion=0.814, CP Data Arrival Time=2.85 ns, Die Y=92.3 um, Data required, critical path=4.16 ns, CTS hold repair buffers=0, ys cells=262, worst-skew pair later-pin latency=0.30 ns, final setup violation count=0, die area=8520 um2, MI comb area=1340 um2, FILL cells=794, Max clock buf depth=2, Slew HR=50.2%, Fin Setup TNS=0 ns, Mapped Avg Cell Area=9.34 um2, layout cells sized above 1=15.1%, Synth Register Bits=48, clock power share=37.9%, critical path depth=5, R2R Path Start=lfsr_inst.hb_cnt[17], Total GRT Usage=11.8%, Period minus WS final=3.89 ns, Switching Share=21.9%, vias in the first global route=1699, RSZ-0062 raised after global routing=false, leak pwr=0.992 nW, clk_skew=0.0115 ns, initial antenna violation count=0, Hold Vio Cnt, Final=0, synth cell count leaders=nor2_1 (42), dfxtp_1 (38), nor2_4 (19), first-pass GRT wire length=7980 um, largest net degree at the start of global routing=31, max-slew violation count=0, Row Count=32, clock sink count=48, stage-log warning count=28, total power=0.710 mW, Port Buf Inserts=31, total wire length=4760 um, CTS buffer count=5, biggest cell delay along the critical path=0.48 ns, Post-CTS Setup Bufs=0, Pre-Place Util=31.3%, ANT cells=0, achievable frequency=0.257 GHz, CTS tree=done, placed insts=393, cycle use final=74.9%, WL/cell=11.9 um, PD cells=240 nW/um2, Psw=0.155 mW, Ports=33, largest area contributor in the netlist=dfxtp_1, post-route insts no fill=401, antenna-violating nets left=0, ys flop type=dfxtp_1, Post-Syn Area=2450 um2, cells along the critical path=clkdlybuf4s50_1 -> nor4_1 -> nand3_1 -> nor2_1 -> clkdlybuf4s50_1, H-Tree Depth=2, yosys warns=2, DR DRC count=0, most frequent cell after synthesis=nor2_1, Pre-antenna DRT Iters=4, CP most frequent cell=clkdlybuf4s50_1, internal cell power=0.555 mW, chip area in the Yosys report=2450 um2, Slew @ Worst Pin=0.745 ns, root buf cell=clkbuf_8
==> worst paths after layout <==
kind	to	slack, ns
max	dbus_out[3]	1.31
min	lfsr_inst.lfsr_data[6]	0.52
max reg2reg	lfsr_inst.hb_cnt[19]	2.38
min reg2reg	lfsr_inst.lfsr_data[6]	0.52
max in group asynchronous	lfsr_seed[1]	3.84
min in group asynchronous	lfsr_seed[7]	1.05
==> final cells by class <==
cell class / instances / area share [%]
clock buffer: 5 / 2.33
clock inverter: 3 / 1.44
inverter: 9 / 1.14
multi-input combinational: 201 / 45.3
sequential: 48 / 34.5
tap: 102 / 4.31
timing repair buffer: 33 / 11.0
==> power groups by stage <==
stage,combinational (mW),clock (mW),sequential (mW)
4_1_cts,0.0516,0.276,0.390
5_1_grt,0.0566,0.290,0.392
6_report,0.0510,0.269,0.390
==> routing by layer <==
layer / global-route usage (%) / part of all wire, % / vias up / routed length (um)
met5: 0 / 0 / - / 0
li1: - / - / 972 / -
met1: 19.0 / 51 / 879 / 2420
met2: 17.2 / 45 / 26 / 2130
met3: 2.09 / 2.8 / 7 / 133
met4: 1.82 / 1.8 / 0 / 86
==> logic make-up after synthesis <==
logic type / after synthesis / share of synthesized area, %
AND-OR/OR-AND: 34 / 9.31
XOR/XNOR: 23 / 8.23
adder cells (fa/ha/maj): 3 / 1.53
buffers and inverters: 18 / 4.40
flip-flops: 48 / 41.7
multiplexers: 8 / 3.68
other: 1 / 0.153
AND/OR/NAND/NOR: 127 / 31.0
==> state kept, by name, summed over array words and instances (netlist names) <==
| signal | flops |
|---|---|
| lfsr_inst.hb_cnt | 30 |
| lfsr_inst.lfsr_data | 8 |
| lfsr_seed | 8 |
| lfsr_inst.heartbeat | 1 |
| new_seed | 1 |
==> placed cells by master (no fill, tap or decap), types with 9 or more instances in the layout <==
cell	Yosys	routed
nor2_1	42	42
nand3_1	12	12
nand4_1	11	11
xnor2_1	10	10
nor2_4	19	19
nand2_1	13	13
clkdlybuf4s50_1	0	31
xor2_1	13	13
nor2b_1	9	9
inv_1	9	9
dfxtp_1	38	38
a21oi_1	12	12
==> tightest hold or removal path, cell delays in order, from the launching register on <==
cell      delay, ns
dfxtp_1        0.33
nor2_1         0.10
a211oi_1       0.05
==> per-stage QoR <==
step           setup WS, ns  utilization, %  area (um2)  hold WS (ns)
3_5_place_dp           1.26            36.5        2850         0.504
2_1_floorplan          2.42               -        2470         0.474
6_report               1.31            37.9        2960         0.515
3_3_place_gp           1.29            36.5        2850         0.499
5_1_grt                1.12            37.9        2960         0.540
4_1_cts                1.27            37.9        2960         0.517
No activity file was given, so power comes from the tool's default toggle rates.
